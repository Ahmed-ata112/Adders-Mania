**flow/constraint.sdc**
```tcl
current_design carry_select_adder

set clk_period 14.5
set clk_io_pct 0.2

create_clock -name clk0 -period $clk_period

set non_clock_inputs [all_inputs -no_clocks]
set_input_delay [expr $clk_period * $clk_io_pct] -clock clk0 $non_clock_inputs
set_output_delay [expr $clk_period * $clk_io_pct] -clock clk0 [all_outputs]
```
**flow/config.mk**
```make
export PLATFORM = sky130hd
export DESIGN_NAME = carry_select_adder
export DESIGN_NICKNAME = carry_select_adder
export VERILOG_FILES = /design/flow/design.v
export SDC_FILE = /design/flow/constraint.sdc
export NUM_CORES = 4
export LEC_CHECK = 1
export CORE_AREA = 10 10 94 94
export DIE_AREA = 0 0 104 104
```
**flow/run.sh**
```bash
#!/bin/bash
# OpenROAD 26Q1-2900-gdf79404cd8, Yosys 0.63+post, stock flow scripts
make -C /OpenROAD-flow-scripts/flow DESIGN_CONFIG=/design/flow/config.mk WORK_HOME=/design/flow/orfs finish
```
**flow/design.v**
```verilog
module fa (
    in1,in2,cin,sum,cout
);
    input in1,in2,cin;
    output sum,cout;
    assign sum = in1 ^ in2 ^ cin;
    assign cout = (in1 & in2) | (in2 & cin) | (in1 & cin);
endmodule
module carry_select_adder #(
    parameter N = 32
) (
    in1,    in2,    sum,    cout,   of
);
input [N-1:0] in1,in2;
output [N-1:0] sum;
output cout, of;
wire [7:0] adders_cout; 
carry_select_adder_block csa_0 (
    .in1(in1[3:0]),
    .in2(in2[3:0]),
    .cin(1'b0),
    .sum(sum[3:0]),
    .cout(adders_cout[0])
);
genvar i;  
generate
    for( i = 1; i<8 ; i = i + 1 )
    begin
        carry_select_adder_block csa (
            .in1(in1[ ((i * 4 ) + 3) :  (i * 4) ]),
            .in2(in2[ ((i * 4 ) + 3) :  (i * 4) ]),
            .cin(adders_cout[i - 1]),
            .cout(adders_cout[i]),
            .sum(sum[ ((i*4) + 3 ): (i*4) ])
        );
    end
endgenerate
assign cout = adders_cout [7];
assign  of = (in1[N-1] == in2 [N-1]) && (sum[N-1] != in1[N-1]);
endmodule
module carry_select_adder_block #(
    parameter N = 4  
) (
    in1,
    in2,
    cin,
    sum,
    cout
);
input [N-1:0] in1, in2;
input cin;
output[N-1:0] sum;
output cout;
wire [1:0] internal_cout;
wire [N-1:0] internal_sum [1:0]; 
ripple_carry_adder #(N) rca0 (   
    .in1(in1[N-1:0]),
    .in2(in2[N-1:0]),
    .cin(1'b0),
    .cout(internal_cout[0]),
    .sum(internal_sum[0])
);
ripple_carry_adder #(N) rca1 (   
    .in1(in1[N-1:0]),
    .in2(in2[N-1:0]),
    .cin(1'b1),
    .cout(internal_cout[1]),
    .sum(internal_sum[1])
);
assign sum = internal_sum[cin];
assign cout = internal_cout[cin];
endmodule
module ripple_carry_adder#(parameter N = 4)
(
    in1, in2,cin,
    cout,sum
);
    input cin;
    input [N-1:0] in1,in2;
    output cout;
    output [N-1:0] sum;
    wire [N:0] C;
    assign C[0] = cin;
    assign cout = C[N];
    genvar i;
    generate
        for(i =0; i<N; i = i+1)
        begin
            fa fa(
                .cin(C[i]),
                .in1(in1[i]),
                .in2(in2[i]),
                .sum(sum[i]),
                .cout(C[i+1])
            );
        end
    endgenerate
endmodule
```
==> GITHUB_STEP_SUMMARY <==
### Flow metrics

| Metric | Value |
|---|---|
| First-pass iteration count of the detailed router | `4` |
| Syn Area/Cell | `7.84 um2` |
| Setup bufs post-CTS | `0` |
| Synth Area in Compound Gates | `29.3%` |
| # DRC | `0` |
| Final GP Congestion | `0.822` |
| WHS Path Cells | `4` |
| Hold-fix buffers, CTS | `0` |
| Mux share | `3.79%` |
| Critical Path RT | `11.60 ns` |
| Switching Power | `0.0455 mW` |
| IO buf count | `98` |
| Core area | `6830 um2` |
| # clk buffers | `0` |
| Antenna Cells | `0` |
| Final Hold Viols | `0` |
| Tcrit/Tclk final | `74.4%` |
| Register Area | `0 um2` |
| Pwr Density | `47.6 nW/um2` |
| Antenna viol nets, final | `0` |
| Cell count after synthesis | `219` |
| Final WS setup | `3.71 ns` |
| Vias per inst | `4.29` |
| CP max stage cell | `fa_1` |
| Logic area | `1580 um2` |
| GRT Total Usage | `8.87%` |
| Worst VDD drop | `0.0204 mV` |
| Synth Warn # | `1` |
| Cell repeated most along the worst path | `fa_1` |
| Die height | `104 um` |
| Synth Cell Area | `1720 um2` |
| Fillers | `688` |
| Initial DRC Count | `20` |
| Crit-path cells | `clkdlybuf4s50_1, ha_1, fa_1, fa_1, fa_1, and2_4, o311ai_4, nor3_1, o311a_1, o21a_2, o2111a_1, o21ai_0, a31oi_2, o41ai_4, mux2_4, clkdlybuf4s50_1` |
| Hold EP | `cout` |
| Largest net degree at the start of global routing | `7` |
| Clock power share | `0%` |
| Routed WL | `5010 um` |
| Sw Share | `34.2%` |
| Placed Instance Area | `2800 um2` |
| Grt total ovfl | `0` |
| Yosys stat cell total | `219` |
| Ports | `98` |
| Post-Synth Adder-Cell Area | `29.7%` |
| Comb pwr share | `100.0%` |
| RSZ-0062 raised after global routing | `false` |
| Flop count | `0` |
| Status | `completed` |
| Slew at the pin closest to its max-slew limit | `0.483 ns` |
| Fin Hold WS | `6.81 ns` |
| Simple-gate share of the synthesized area | `15.3%` |
| Internal power | `0.0874 mW` |
| CP arrival | `7.89 ns` |
| Chip area | `10800 um2` |
| Setup Viol. Count Final | `0` |
| Non-Filler Instances | `410` |
| DP Cell Count | `410` |
| Vias in the first global route | `1752` |
| Routed len/inst | `12.2 um` |
| CP peak stage delay | `0.43 ns` |
| Fraction of final layout cells sized beyond drive strength 1 | `8.28%` |
| Post-placement setup slack | `3.67 ns` |
| Initial antenna violation count | `0` |
| Max Cap Violations | `0` |
| Slew headroom | `67.6%` |
| Hpwl dp | `4700 um` |
| Total Neg Setup Slack | `0 ns` |
| Synth cell types | `50` |
| Area reported by Yosys stat | `1720 um2` |
| Max Fclk | `0.0927 GHz` |
| Leak Pwr | `1.21 nW` |
| Flop pwr share | `0%` |
| Post-Synth XOR/XNOR Area | `13.8%` |
| Tmin final | `10.79 ns` |
| Die width | `104 um` |
| Max Slew Vio Count | `0` |
| Final Cell Area | `2800 um2` |
| Vias | `1760` |
| Sequential area share after synthesis | `0%` |
| FP Util | `25.1%` |
| Hold Path Class | `input pin to output port` |
| Site row count | `30` |
| Top non-seq family | `adder cells` |
| First-pass GRT wire length | `8290 um` |
| Hold_sp | `in2[31]` |
| Critical Path Start Type | `input pin` |
| CP Capture Type | `output port` |
| Area delta synth->final | `62.8%` |
| Critical path fanouts, max | `6` |
| CP Class | `input pin to output port` |
| Post-CTS resize count | `0` |
| Stage-log warning count | `39` |
-- cell usage in the layout, fill, tap and decap left out, types with 2 or more instances in the layout --
master	instances
mux2i_1	5
xnor2_1	18
ha_1	36
inv_1	29
nor2b_1	3
fa_1	3
o21bai_1	4
o211a_1	4
nand2_1	5
nor2_1	27
nor3_1	4
o21ai_2	2
and3_2	2
o21ai_0	12
a21oi_1	7
clkdlybuf4s50_1	98
o21a_1	2
o22ai_1	5
a21o_1	2
o2111a_1	2
xor2_1	9
or2_2	6
-- per-stage QoR --
step | power, mW | util [%]
after floorplan | 0.0598 | -
after global placement | 0.136 | 40.9
after detailed placement | 0.136 | 40.9
after CTS | 0.137 | 40.9
after global routing | 0.148 | 40.9
final | 0.133 | 40.9
-- synthesized netlist by cell type, types with 2 or more instances --
cell	instances	share of area (%)
o21bai_1	4	1.7
o2111a_1	2	1.3
nand2_1	5	1.1
o22ai_1	5	1.8
or2_2	6	2.2
nor2_1	27	5.9
a21oi_1	7	2.0
fa_1	3	3.5
o21a_1	2	0.87
o211a_1	4	2.3
xor2_1	9	4.6
o21ai_0	12	3.5
nor3_1	4	1.2
a21o_1	2	0.87
nor2b_1	3	1.1
buf_4	4	1.7
inv_1	29	6.3
ha_1	36	26
xnor2_1	18	9.2
mux2i_1	5	2.9
o21ai_2	2	1.0
and3_2	2	0.87
-- worst max-delay path: cells and delay by family --
kind,cells,cell delay [ns]
buffers and inverters,2,0.81
and+or+nand+nor,2,0.30
muxes,1,0.33
adders and majority gates,4,1.39
AOI/OAI and AO/OA,7,2.15
-- cells by family after synthesis --
logic type	after synthesis
AOI/OAI and AO/OA	61
and+or+nand+nor	53
adders and majority gates	39
buffers and inverters	33
xor gates and xnor gates	27
muxes	6
-- final cells by class --
cell class	count	share of cell area, %
Inverter	29	3.89
Multi-Input combinational cell	186	56.4
Timing Repair Buffer	99	35.4
Tap cell	96	4.30
-- metal layers --
metal	vias up	part of all wire, %	wire length (um)	global-route usage [%]
met5	-	0	0	0
met4	0	0	0	0
met3	0	3.4	170	1.07
met2	36	50	2500	15.9
met1	760	47	2340	11.7
li1	964	-	-	-
-- worst max-delay path by stage --
stage / from / to
CTS: in1[0] / of
global route: in2[0] / of
finish: in1[0] / of
-- power by group through the flow --
stage / logic (mW) / registers [mW] / clock network (mW)
after CTS: 0.137 / 0 / 0
after global routing: 0.148 / 0 / 0
final: 0.133 / 0 / 0
Power figures rest on the tool's default switching activity, not on a simulated workload.
