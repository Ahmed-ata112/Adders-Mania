==> flow/run.sh <==
#!/bin/bash
# OpenROAD 26Q1-2900-gdf79404cd8, Yosys 0.63+post, stock flow scripts
make -C /OpenROAD-flow-scripts/flow DESIGN_CONFIG=/design/flow/config.mk WORK_HOME=/design/flow/orfs finish
==> flow/config.mk <==
export PLATFORM = sky130hd
export DESIGN_NAME = AdderReg
export DESIGN_NICKNAME = AdderReg
export VERILOG_FILES = /design/flow/design.v
export SDC_FILE = /design/flow/constraint.sdc
export NUM_CORES = 4
export LEC_CHECK = 1
export CORE_UTILIZATION = 30
==> flow/constraint.sdc <==
current_design AdderReg

set clk_period 1.0
set clk_io_pct 0.2

create_clock -name clk0 -period $clk_period [get_ports {clk}]

set non_clock_inputs [all_inputs -no_clocks]
set_input_delay [expr $clk_period * $clk_io_pct] -clock clk0 $non_clock_inputs
set_output_delay [expr $clk_period * $clk_io_pct] -clock clk0 [all_outputs]
==> flow/design.v <==
module AdderReg(i_Add1,i_Add2,result,write_enable,clk,rst);
input [63:0] i_Add1;
input [63:0] i_Add2;
output [64:0]result;
input write_enable;
input clk;
input rst;
reg[64:0] Temp;
ripple_adder #( 64) adder(i_Add1, i_Add2, Temp);
Register RReg (Temp,write_enable,clk,rst,result);
endmodule
module Register(write_data,write_enable,clk,rst,MyData);
input [64:0] write_data;
input write_enable;
input rst;
input clk;
output [64:0] MyData;
reg [64:0] MyData;
always @(posedge clk or posedge rst )
if(rst==1)
	MyData=0;
else if(write_enable)
	MyData=write_data;
endmodule
module full_adder 
            ( 
              input i_bit1,
              input i_bit2,
              input i_carry,
              output o_sum,
              output o_carry );
assign o_sum = i_bit1 ^ i_bit2 ^ i_carry;
assign o_carry = ((i_bit1 ^ i_bit2) & i_carry) | (i_bit1 & i_bit2);        
endmodule
module ripple_adder
  #(parameter WIDTH=64)
  (
   input [WIDTH-1:0] i_add1,
   input [WIDTH-1:0] i_add2,
   output [WIDTH:0]  o_result
   );
  wire [WIDTH:0]     w_C;
  wire [WIDTH-1:0]   w_G, w_P, w_SUM;
  assign w_C[0]=0;
  assign o_result[WIDTH]=w_C[WIDTH];
  genvar             ii;
  generate
    for (ii=0; ii<WIDTH; ii=ii+1) 
      begin
        full_adder full_adder_inst
            ( 
              .i_bit1(i_add1[ii]),
              .i_bit2(i_add2[ii]),
              .i_carry(w_C[ii]),
              .o_sum(o_result[ii]),
              .o_carry(w_C[ii+1])
              );
      end
  endgenerate
endmodule
==> job_summary.md <==
## Implementation flow summary

| Metric | Value |
|---|---|
| P_int | `7.74 mW` |
| Largest net degree at the start of global routing | `23` |
| IO Count | `196` |
| Yosys Chip Area | `3780 sq um` |
| Clk_skew | `0 ns` |
| Fillers | `1038` |
| Synth area leader | `dfrtp_1` |
| Mapped Cells | `207` |
| Initial Util | `31.1%` |
| Drt pass-1 iters | `3` |
| Max-slew violations | `0` |
| Die X | `114 um` |
| Max cap viols | `0` |
| Async set or reset register ratio after synthesis | `100%` |
| Switching Share | `23.8%` |
| CTS max path bufs | `2` |
| CP most frequent cell | `fa_2` |
| Clk Latency, worst-skew pair | `0.32 ns` |
| Main synth FF type | `dfrtp_1` |
| Clock transition at path regs | `0.05 ns` |
| First-pass GRT wire length | `14300 um` |
| Yosys stat cell total | `207` |
| Worst Hold Class | `input pin to asynchronous set/reset pin` |
| Post-synth EDFFs | `0` |
| Worst slack at placement | `-22.18 ns` |
| Vias per inst | `4.14` |
| Buffers on Ports | `195` |
| Critical path launch point type | `input pin` |
| Ant diodes | `0` |
| # H-tree levels | `3` |
| Number of global-route vias before repair | `2891` |
| Tool Warnings | `28` |
| Outcome | `complete, but fails checks` |
| Setup crit end kind | `flip-flop` |
| Reg area | `1630 sq um` |
| Aggregate global routing overflow | `0` |
| Area delta synth->final | `73.7%` |
| Flop pwr share | `35.2%` |
| Root Buffer | `clkbuf_16` |
| Switching power | `2.42 mW` |
| Remaining DRCs | `0` |
| Most common cell in the synthesized netlist | `dfrtp_1` |
| DR iter-0 viols | `44` |
| Chip height | `114 um` |
| Logic gate share of total power | `34.2%` |
| Period Utilization, post-route | `2240%` |
| Worst EP arrival | `22.65 ns` |
| TNS Setup | `-694.15 ns` |
| Sink Count | `65` |
| Detailed-route via count | `2578` |
| CTS tree | `built` |
| #FFs+latches synth | `65` |
| R2r setup slk | `0.01 ns` |
| Synth unique cells | `11` |
| CORE AREA | `12200 sq um` |
| Worst reg2reg endpoint | `RReg.MyData[49]$_DFFE_PP0P_` |
| VDD IR max | `0.675 mV` |
| Slew HR | `87.6%` |
| Design Power | `10.2 mW` |
| Power Dens Cells | `1550 nW/um^2` |
| Total wire length | `8880 um` |
| Row Count | `40` |
| Clock Power Share | `30.6%` |
| Total track usage | `14.8%` |
| Antenna Violating Nets Remaining | `0` |
| RSZ-0062 raised after global routing | `yes` |
| Synthesized area | `3780 sq um` |
| Initial antenna violation count | `0` |
| Yosys Warn Count | `1` |
| RR Startpoint | `RReg.MyData[49]$_DFFE_PP0P_` |
| Final setup violation count | `115` |
| Endpoints failing hold | `0` |
| Max reg flops | `65` |
| Layout cell share with drive strength beyond 1 | `56.9%` |
| Crit path max-delay cell type | `fa_2` |
| R2r worst-path depth | `3` |
| WP data required | `1.25 ns` |
| TritonCTS Buffers | `9` |
| Leak Pwr | `2.83 nW` |
| Synth top cells by count | `dfrtp_1, fa_1, mux2_2, mux2_4, mux2_1` |
| Fmax | `0.0446 GHz` |
| DP Wirelength | `6900 um` |
| Minimum clock period | `22.41 ns` |
| Worst-margin pin slew | `0.185 ns` |
| Largest fanout on the critical path | `1` |
| Slowest stage delay, CP | `0.43 ns` |
| Util after Layout | `54.0%` |
| Failing checks | `setup timing` |
| Multi-input gate area | `2380 sq um` |
| CP Class | `input pin to flip-flop` |
| Worst setup margin | `-21.41 ns` |
| Mean Syn Cell Area | `18.2 sq um` |
| Top area cell types | `dfrtp_1, fa_1, mux2_2` |
| Die area | `13000 sq um` |
| Synth top area share | `43.1%` |
| Placer congestion estimate | `0.743` |
| Routed WL per cell | `14.2 um` |
| Synth Seq Share | `43.1%` |
==> layout make-up <==
type,count,share of cell area [%]
inverters,4,0.286
clock inverters,5,0.839
well taps,168,3.20
flip-flops and latches,65,24.8
multi-input cells,131,36.3
clock buffers,11,3.70
repair buffers,239,30.9
==> cell usage in the layout, fill, tap and decap left out, types with 2 or more instances in the layout <==
cell type | netlist | routed
buf_6 | 4 | 2
clkinv_2 | 0 | 2
buf_4 | 0 | 39
inv_1 | 4 | 2
clkinvlp_4 | 0 | 3
fa_2 | 0 | 63
buf_12 | 0 | 6
nor2_1 | 2 | 2
dfrtp_1 | 65 | 65
clkbuf_16 | 0 | 9
clkdlybuf4s50_1 | 0 | 125
mux2_4 | 20 | 54
a21oi_2 | 0 | 2
mux2_2 | 37 | 9
buf_2 | 3 | 66
==> worst max-delay path by stage <==
stage,depth (start not counted),slack [ns],to,from
finish,67,-21.41,RReg.MyData[63]$_DFFE_PP0P_,i_Add1[0]
global route,67,-21.98,RReg.MyData[63]$_DFFE_PP0P_,i_Add1[0]
CTS,67,-21.46,RReg.MyData[63]$_DFFE_PP0P_,i_Add1[0]
==> stage by stage <==
| stage | std cells | instance area (sq um) | hold WS (ns) |
|---|---|---|---|
| finish | 623 | 6560 | 0.148 |
| global route | 623 | 6560 | 0.156 |
| CTS | 610 | 6440 | 0.135 |
| detailed placement | 579 | 6270 | 0.483 |
| global placement | 579 | 6270 | 0.481 |
| floorplan | 207 | 3970 | 0.338 |
==> worst max-delay path: cells and delay by family <==
| family | cells | cell delay, ns |
|---|---|---|
| buf+inv | 2 | 0.17 |
| compound gates | 1 | 0.12 |
| fa+ha+maj | 64 | 22.14 |
==> metal layers <==
layer  up-vias  wire (um)  GRT usage (%)
met5         -          0              0
met3         6        884           4.96
li1       1174          -              -
met1      1277       3800           22.3
met4         0         72           1.39
met2       121       4120           23.0
==> power by group through the flow <==
| stage | combinational (mW) | sequential [mW] | clock [mW] |
|---|---|---|---|
| CTS | 3.32 | 3.58 | 3.22 |
| global route | 3.86 | 3.66 | 3.32 |
| finish | 3.48 | 3.58 | 3.10 |
==> kinds of logic after synthesis <==
| family | count (synthesis) | share of synthesized area, % |
|---|---|---|
| compound gates | 2 | 0.265 |
| fa+ha+maj | 64 | 33.7 |
| buf+inv | 11 | 1.99 |
| flops | 65 | 43.1 |
| mux | 63 | 20.8 |
| simple gates | 2 | 0.199 |
==> timing repair <==
item	CTS	global route
cloned	0	0
endpoints found under the setup margin	129	128
setup buffers	15	13
pin swaps	2	0
hold buffers	0	0
gates resized	240	7
Power and IR drop assume default switching activity.
