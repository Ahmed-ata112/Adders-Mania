[design/flow/config.mk]
export PLATFORM = sky130hd
export DESIGN_NAME = CSA
export DESIGN_NICKNAME = CSA
export VERILOG_FILES = /design/flow/design.v
export SDC_FILE = /design/flow/constraint.sdc
export NUM_CORES = 4
export LEC_CHECK = 1
export CORE_UTILIZATION = 50
[design/flow/constraint.sdc]
current_design CSA

set clk_period 11.9
set clk_io_pct 0.2

create_clock -name clk0 -period $clk_period

set non_clock_inputs [all_inputs -no_clocks]
set_input_delay [expr $clk_period * $clk_io_pct] -clock clk0 $non_clock_inputs
set_output_delay [expr $clk_period * $clk_io_pct] -clock clk0 [all_outputs]
[design/flow/run.sh]
#!/bin/bash
# OpenROAD 26Q1-2900-gdf79404cd8, Yosys 0.63+post, stock flow scripts
make -C /OpenROAD-flow-scripts/flow DESIGN_CONFIG=/design/flow/config.mk WORK_HOME=/design/flow/orfs finish
[design/flow/design.v]
module CSA #(parameter N = 32) (
    	input [N-1:0] in1, 
	input [N-1:0] in2,
	input cin,
	output [N:0] sum,
	output cout
);
wire [N-1:0] s, c1, c2;
genvar i;
generate
	for(i = 0; i < N; i = i + 1) begin
		fa Full_Adder(
                	.in1(in1[i]),
                	.in2(in2[i]),
			.cin(cin),
                	.sum(s[i]),
                	.cout(c1[i])
            	);
        end
endgenerate
generate
	fa FA1(.in1(s[1]), .in2(c1[0]), .cin(1'b0), .sum(sum[1]), .cout(c2[1]));
	for(i = 1; i < N - 1; i = i + 1) begin
		fa Full_Adder(
                	.in1(s[i+1]),
                	.in2(c1[i]),
			.cin(c2[i]),
                	.sum(sum[i+1]),
                	.cout(c2[i+1])
            	);
        end
	fa FA2(.in1(1'b0), .in2(c1[N-1]), .cin(c2[N-1]), .sum(sum[N]), .cout(cout));
endgenerate
assign sum[0] = s[0];
endmodule
module fa (
    in1,in2,cin,sum,cout
);
    input in1,in2,cin;
    output sum,cout;
    assign sum = in1 ^ in2 ^ cin;
    assign cout = (in1 & in2) | (in2 & cin) | (in1 & cin);
endmodule
==> impl_metrics.tcl <==
# flow metrics
set metrics [dict create \
    outcome "stopped before the end" \
    yosysTopAreaCell "fa_1" \
    topCellsByArea "fa_1 80%, buf_4 16%, inv_1 2.9%" \
    common_cells "62 x fa_1, 33 x buf_4, 12 x inv_1, 2 x ha_1" \
    ioPinCount 99 \
    error "[ERROR DPL-0036] Detailed placement failed." \
    gp_congestion 0.769 \
    most_common_cell "fa_1" \
    die_x_um 57.8 \
    port_buffers 99 \
    initial_utilization_pct 54.6 \
    ys.warnings.count 0 \
    top_cell_area_share_pct 79.6 \
    synthCells 109 \
    ys_cells 109 \
    avgSynthCellArea_um2 14.3 \
    synth_seq_share_pct 0 \
    die_h_um 57.8 \
    netlist_area_um2 1560 \
    row_count 19 \
    synthDistinctLibCells 4 \
    yosys-stat-area_um2 1560 \
    lastStage "3_5_place_dp" \
]
-- logic make-up after synthesis --
logic type,count (synthesis),synth area share [%]
buffers and inverters,45,18.8
adder cells (fa/ha/maj),64,81.2
-- per-stage QoR --
stage                   instance area (µm²)  setup TNS [ns]  setup slack [ns]  power (µW)  instances
after floorplan                        1650          -31.54             -3.95         130        109
after global placement                 2450          -46.36             -4.95         197        209
Power is estimated from default activity; no workload was simulated.
