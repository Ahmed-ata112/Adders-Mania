==> ./design.v <==
module fa (
    in1,in2,cin,sum,cout
);
    input in1,in2,cin;
    output sum,cout;
    assign sum = in1 ^ in2 ^ cin;
    assign cout = (in1 & in2) | (in2 & cin) | (in1 & cin);
endmodule
module RCA #(parameter N = 32)
(
    input [N-1:0] in1,in2,
    output [N-1:0] sum,
    output cout,
    output overflow
);
    wire [N:0] C;
    assign C[0] = 1'b0;
    assign cout = C[N];
    assign overflow = C[N-1] ^ C[N];
    genvar i;
    generate
        for(i =0; i<N; i = i+1)
        begin
            fa fa(
                .cin(C[i]),
                .in1(in1[i]),
                .in2(in2[i]),
                .sum(sum[i]),
                .cout(C[i+1])
            );
        end
    endgenerate
endmodule
==> ./run.sh <==
#!/bin/bash
# OpenROAD 26Q1-2900-gdf79404cd8, Yosys 0.63+post, stock flow scripts
make -C /OpenROAD-flow-scripts/flow DESIGN_CONFIG=/design/flow/config.mk WORK_HOME=/design/flow/orfs finish
==> ./config.mk <==
export PLATFORM = sky130hd
export DESIGN_NAME = RCA
export DESIGN_NICKNAME = RCA
export VERILOG_FILES = /design/flow/design.v
export SDC_FILE = /design/flow/constraint.sdc
export NUM_CORES = 4
export LEC_CHECK = 1
export CORE_AREA = 10 10 101 101
export DIE_AREA = 0 0 111 111
==> ./constraint.sdc <==
current_design RCA

set clk_period 9.5
set clk_io_pct 0.2

create_clock -name clk0 -period $clk_period

set non_clock_inputs [all_inputs -no_clocks]
set_input_delay [expr $clk_period * $clk_io_pct] -clock clk0 $non_clock_inputs
set_output_delay [expr $clk_period * $clk_io_pct] -clock clk0 [all_outputs]
==> results.json <==
{
  "run_status": "finished with violations",
  "failed_checks": "negative setup slack",
  "layout.cells.non_filler": 248,
  "fmax_mhz": 65.68,
  "post_synth_main_area_contributors": "sky130_fd_sc_hd__fa_1, sky130_fd_sc_hd__buf_4, sky130_fd_sc_hd__inv_1",
  "post-route-min-period_ns": 15.23,
  "hold_viol": 0,
  "drt_first_pass_iters": 4,
  "drt_first_iter_violations": 2,
  "area_of_all_sequential_standard_cells_sq_um": 0,
  "worst_ir_drop_vdd_mv": 0.02017,
  "finalCritPeriodShare_pct": 160.3,
  "detail_route.wirelength.met1_um": 1346,
  "number_of_antenna_violations_at_the_first_check_in_global_routing": 0,
  "finalWeightedCongestion": 0.8564,
  "cpMaxStageDelayCell": "sky130_fd_sc_hd__fa_2",
  "buffer_ports.inserted": 98,
  "floorplan.initialDensity_pct": 11.08,
  "number_of_setup_violations_in_the_final_report": 19,
  "cp-start-kind": "primary input",
  "grt_first_pass_wirelength_um": 5195,
  "ys_seq_share_pct": 0,
  "route.antenna.diode_count": 0,
  "pre_cts_ws_ns": -6.461,
  "critical_path_class": "primary input to output port",
  "via_count": 760,
  "netlist_area_pre_place_sq_um": 900.9,
  "hold_class": "primary input to output port",
  "post-dp-hpwl_um": 3109,
  "synth_top_area_share_pct": 68.89,
  "synth_area_per_cell_sq_um": 12.87,
  "yosysUniqueCellTypes": 5,
  "postPlaceCellArea_sq_um": 1863,
  "post-route-worst-setup-slack_ns": -5.726,
  "worstMarginPinSlew_ns": 0.1253,
  "arrival_ns": 13.33,
  "coreArea_sq_um": 8134,
  "min_delay_path_depth": 3,
  "cap_viol_max_count": 0,
  "static-leakage-power_nw": 0.6759,
  "globalRouteTotalUtil_pct": 5.136,
  "fin_hold_ws_ns": 4.433,
  "sequential_cell_total": 0,
  "post-synth-top-area-cell": "sky130_fd_sc_hd__fa_1",
  "yosys_warnings": 0,
  "routed_wirelength_normalized_by_instance_count_um": 13.10,
  "grt_start_max_net_pins": 3,
  "core.rowCount": 33,
  "layout-drive-gt1-share_pct": 45.45,
  "detail_route.drc_violations": 0,
  "grt-ovfl-total": 0,
  "postSynthCellCount": 70,
  "critical-path-top-cell-by-count": "sky130_fd_sc_hd__fa_2",
  "total_die_area_sq_um": 12320,
  "cellPowerDensity_nw_per_um2": 60.23,
  "maxUsedRoutingLayer": "met3",
  "slew_headroom_pct": 91.62,
  "detailroute.wirelength.met3_um": 760,
  "number_of_logged_tool_warnings": 35,
  "grt_setup_unrepaired": "yes",
  "grt_pass1_vias": 946,
  "final.clkbuf_count": 0,
  "final-max-slew-violation-count": 0,
  "die_w_um": 111,
  "detailroute.wirelength.met2_um": 1141,
  "die_height_um": 111,
  "crit_required_ns": 7.60,
  "route.final.wire_length_um": 3248,
  "ys_cells": 70,
  "ys_area_sq_um": 900.9,
  "drt.antenna.violating_nets": 0,
  "place.detailed.instances": 241,
  "layout-area-overhead-vs-synth_pct": 106.2,
  "max_stage_delay_ns": 0.36,
  "crit_path_max_fanout": 2,
  "timing.critical_path.to_type": "output port",
  "pin_count": 98,
  "routed_via_density": 3.065,
  "fin_area_sq_um": 1858
}
-- per-stage QoR --
step	util (%)	TNS (ns)	total power, mW
after global routing	22.84	-63.98	0.1281
after floorplan	-	-52.49	0.05782
after detailed placement	22.90	-74.94	0.1223
after global placement	22.90	-74.96	0.1220
final	22.84	-59.20	0.1119
after CTS	22.57	-60.56	0.1124
-- power by group --
| group | total (mW) | internal [mW] | leakage, nW | switching [mW] |
|---|---|---|---|---|
| Clock | 0 | 0 | 0 | 0 |
| Sequential | 0 | 0 | 0 | 0 |
| Combinational | 0.112 | 0.0789 | 0.676 | 0.0330 |
-- final cells by class --
class              instances  area, sq um
inverters                  5        18.77
fillers                  866         6276
multi-input cells         33        739.5
well taps                105        131.4
repair buffers           105        968.4
-- logic make-up (layout without fill, tap and decap cells) --
logic type | Yosys count | in the layout | share of synthesized area (%)
xor gates and xnor gates | 1 | 1 | 0.9724
adders and majority gates | 32 | 32 | 70.28
buffers and inverters | 37 | 110 | 28.75
-- cell usage after synthesis --
cell	instances
sky130_fd_sc_hd__fa_1	31
sky130_fd_sc_hd__inv_1	5
sky130_fd_sc_hd__ha_1	1
sky130_fd_sc_hd__buf_4	32
sky130_fd_sc_hd__xnor2_1	1
-- per-layer routing --
metal	global-route usage (%)	vias up
li1	-	320
met1	6.333	348
met2	6.997	92
met3	4.543	0
met4	0	0
met5	0	-
-- path summary, 6_finish.rpt --
path,from,to
setup / recovery,in1[0],overflow
hold / removal,in2[0],sum[0]
-- worst max-delay path: cells and delay by family --
family,cells,cell delay [ns]
XOR/XNOR,1,0.09
adder cells (fa/ha/maj),32,10.81
buffers and inverters,6,0.52
-- placed cells by master, fill, tap and decap left out, drive strengths merged --
cell type / n
buf: 28
clkbuf: 1
clkdlybuf4s15: 1
clkdlybuf4s50: 74
dlygate4sd2: 1
fa: 31
ha: 1
inv: 5
xnor2: 1
-- what timing repair did --
item	in CTS	in global routing
hold buffers	0	0
endpoints found under the setup margin	21	19
resized	86	3
setup buffers	5	2
No activity file was given, so power comes from the tool's default toggle rates.
