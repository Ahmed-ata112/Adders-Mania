==> flow/config.mk <==
export PLATFORM = sky130hd
export DESIGN_NAME = carry_increment_adder
export DESIGN_NICKNAME = carry_increment_adder
export VERILOG_FILES = /design/flow/design.v
export SDC_FILE = /design/flow/constraint.sdc
export NUM_CORES = 4
export LEC_CHECK = 1
export CORE_AREA = 10 10 95 95
export DIE_AREA = 0 0 105 105
==> flow/constraint.sdc <==
current_design carry_increment_adder

set clk_period 10.9
set clk_io_pct 0.2

create_clock -name clk0 -period $clk_period

set non_clock_inputs [all_inputs -no_clocks]
set_input_delay [expr $clk_period * $clk_io_pct] -clock clk0 $non_clock_inputs
set_output_delay [expr $clk_period * $clk_io_pct] -clock clk0 [all_outputs]
==> flow/design.v <==
module fa (
    in1,in2,cin,sum,cout
);
    input in1,in2,cin;
    output sum,cout;
    assign sum = in1 ^ in2 ^ cin;
    assign cout = (in1 & in2) | (in2 & cin) | (in1 & cin);
endmodule
module carry_increment_adder #(
    parameter N = 32
) (
    in1,
    in2,
    sum,
    cout,
    of  
);
    input [N-1: 0] in1,in2;
    output [N-1: 0] sum;
    output cout,of;
    wire [7:0] adders_cout;  
    ripple_carry_adder_4_bit rca (
        .in1(in1[3:0]),
        .in2(in2[3:0]),
        .cin(1'b0),
        .cout(adders_cout[0]),
        .sum(sum[3:0])
    );
    genvar i;  
    generate
        for( i = 1; i<8 ; i = i + 1 )
        begin
            cia_block cia (
                .in1(in1[ ((i * 4 ) + 3) :  (i * 4) ]),
                .in2(in2[ ((i * 4 ) + 3) :  (i * 4) ]),
                .cin(adders_cout[i - 1]),
                .cout(adders_cout[i]),
                .sum(sum[ ((i*4) + 3 ): (i*4) ])
            );
        end
    endgenerate
    assign cout = adders_cout [7];
    assign of = cout ^ sum [31];
endmodule
module cia_block (
  in1,
  in2,
  cin,  
  cout,
  sum
);
  input [3:0] in1, in2;
  input cin;
  output [3:0] sum;
  output cout;
  wire [3:0] internal_sum;  
  wire c;  
  wire [3:0] ha_cout;
  ripple_carry_adder_4_bit  rca(
    .in1(in1),
    .in2(in2),
    .cin(1'b0),
    .sum(internal_sum),
    .cout(c));
  ha h0
  (.in1(internal_sum[0]),
    .in2(cin),
    .sum(sum[0]),
    .cout(ha_cout[0]));
  genvar i;
  generate
    for(i =1; i<4; i = i + 1)
    begin
      ha h
      (.in1(internal_sum[i]),
        .in2(ha_cout[i-1]),
        .sum(sum[i]),
        .cout(ha_cout[i]));
    end
  endgenerate
  assign cout = c || ha_cout[3];
endmodule
module ha (
    in1,in2,cout,sum
);
    input in1,in2;
    output cout, sum;
    assign cout = in1 & in2;
    assign sum = in1 ^ in2;
endmodule
module ripple_carry_adder_4_bit #(parameter N = 4)
(
    in1, in2,cin,
    cout,sum
);
    input cin;
    input [N-1:0] in1,in2;
    output cout;
    output [N-1:0] sum;
    wire [N:0] C;
    assign C[0] = cin;
    assign cout = C[N];
    genvar i;
    generate
        for(i =0; i<N; i = i+1)
        begin
            fa fa(
                .cin(C[i]),
                .in1(in1[i]),
                .in2(in2[i]),
                .sum(sum[i]),
                .cout(C[i+1])
            );
        end
    endgenerate
endmodule
==> flow/run.sh <==
#!/bin/bash
# OpenROAD 26Q1-2900-gdf79404cd8, Yosys 0.63+post, stock flow scripts
make -C /OpenROAD-flow-scripts/flow DESIGN_CONFIG=/design/flow/config.mk WORK_HOME=/design/flow/orfs finish
==> results.cfg <==
; implementation run metrics
[status]
status = complete, but fails checks
violations = setup timing

[power]
p_leak_uw = 0.00111
vdd_ir_drop_max_mv = 0.0268
p_per_area_mw_per_mm2 = 59.5

[route]
dr.pass1.iters = 2
route.vias.total = 1069
drc_errors = 0
wl_per_cell_um = 11.0
finalWirelength_um = 3310
ant_nets = 0
antenna_cells_inserted = 0
vias_per_cell = 3.54
first_iter_violations = 3

[setup_path]
critPathKind = in2out
critical-path-max-stage-delay_ps = 380
cp.arrival_ps = 9560
required_ps = 8720
crit_slowest_cell = fa_2
end_kind = primary output
cp-start-kind = input pin
crit_path_max_fanout = 2
cpMostUsedCell = ha_4

[synthesis]
yosysChipArea_mm2 = 0.00139
topCellsByArea = fa_1 (35%), ha_1 (32%), buf_4 (17%)
synth.top_cell.area_share_pct = 34.6
avgSynthCellArea_um2 = 9.92
yosys_cells = 140
syn_area_mm2 = 0.00139
synthCells = 140
ys_seq_share_pct = 0
synth_area_leader_cell = fa_1
synth_warnings = 0
ys_types = 7

[die]
core_mm2 = 0.00691
die_h_um = 105
core_util_floorplan_pct = 20.1
rows = 30
io_pins = 98
die_x_um = 105
dieArea_mm2 = 0.0110

[min_path]
hold_end = sum[0]
hp-class = in2out
hold_depth = 3
min_from = in1[0]

[sta]
rsz0062_at_grt = yes
finalClockPeriodUsage_pct = 108
setup_viol = 6
slew-limit-headroom_pct = 91.2
hold_viol_final = 0
drv_slew = 0
hold_ws_ps = 5010
period_needed_ps = 11740
setup_ws_ps = -838
max_slew.worst_pin.slew_ps = 132
fmax_ghz = 0.0852

[global_route]
grt_pass1_wl_um = 5710
grt_usage_pct = 6.15
grt-ovfl-total = 0
antenna_found_initial = 0
grt_max_degree = 3
grt_pass1_vias = 1224

[finish]
utilization_pct = 38.0
nFlopsAndLatches = 0
clkbuf_count = 0
syn_to_final_growth_pct = 89.1
mostFrequentLayoutCell = clkdlybuf4s50_1
drive_gt1_share_pct = 26.7
register_area_um2 = 0
lay_top_cells = clkdlybuf4s50_1 (83), inv_1 (38), ha_4 (29)

[run]
warnings = 35
max-cap-violations = 0

[place]
port_buffers = 98
dpl.hpwl_um = 3310
gp_congestion = 0.707
-- area by class of cell --
type	count	area (µm²)
multi-input combinational	68	1390
inverter	40	150
timing repair buffer	98	965
fill	683	4280
tap	96	120
-- per-stage QoR --
step                      TNS (ps)  setup WS [ps]  power (µW)  area (µm²)  cells
after floorplan              -2470           -626         106        1790    140
after global placement      -10460          -1710         164        2640    302
after detailed placement    -10740          -1750         164        2640    302
after CTS                    -3780           -930         164        2630    302
after global routing         -4440          -1050         181        2630    302
final                        -3270           -838         156        2630    302
-- worst max-delay path by stage --
stage	endpoint	start	slack, ps	cells after the start
after CTS	of	in2[0]	-930	42
after global routing	of	in2[0]	-1050	42
final	of	in2[0]	-840	42
-- power breakdown --
part	leakage (µW)	internal [µW]	switching, µW
Clock	0	0	0
Sequential	0	0	0
Combinational	0.00111	107	49.6
Total	0.00111	107	49.6
-- worst max-delay path, delay by kind of cell --
family	cells	cell delay [ps]
xor+xnor	1	130
fa+ha+maj	32	5510
buf+inv	2	210
simple gates	7	1520
-- logic make-up after synthesis --
kind of cell | Yosys count | share of synthesized area [%]
xor gates and xnor gates | 1 | 1.17
adders and majority gates | 60 | 67.0
buffers and inverters | 72 | 28.1
and+or+nand+nor | 7 | 3.69
-- Yosys cell counts --
cell and instances:
xor2_2 1, buf_4 32, inv_1 40, ha_1 36, or2_2 6, fa_1 24
nand2b_4 1
-- per-layer routing --
layer / share of wire (%) / up-vias / GRT usage, %
li1: - / 515 / -
met1: 43 / 486 / 7.80
met2: 40 / 68 / 9.16
met3: 17 / 0 / 4.04
met4: 0 / 0 / 0
met5: 0 / - / 0
-- what timing repair did --
item                                    CTS  global route
endpoints found under the setup margin   10             8
buffers inserted                          0             0
pin swaps                                37             9
gates resized                            42             7
hold buffers                              0             0
Power is estimated from default activity; no workload was simulated.
