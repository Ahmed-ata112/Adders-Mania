$ cat /design/flow/design.v
module simpleAdder #(parameter N = 32) (
    input  [N-1:0] a,
    input  [N-1:0] b,
    output [N-1:0]   S,
    output carry,
    output overflow
);
    wire [N:0] sum;
    assign sum = a + b;
    assign S = sum[N-1:0];
    assign carry = sum[N];
    assign overflow = (a[N-1] == b[N-1]) && (a[N-1] != S[N-1]);
endmodule
$ cat /design/flow/run.sh
#!/bin/bash
# OpenROAD 26Q1-2900-gdf79404cd8, Yosys 0.63+post, stock flow scripts
make -C /OpenROAD-flow-scripts/flow DESIGN_CONFIG=/design/flow/config.mk WORK_HOME=/design/flow/orfs finish
$ cat /design/flow/config.mk
export PLATFORM = sky130hd
export DESIGN_NAME = simpleAdder
export DESIGN_NICKNAME = simpleAdder
export VERILOG_FILES = /design/flow/design.v
export SDC_FILE = /design/flow/constraint.sdc
export NUM_CORES = 4
export LEC_CHECK = 1
export CORE_AREA = 10 10 112 112
export DIE_AREA = 0 0 122 122
$ cat /design/flow/constraint.sdc
current_design simpleAdder

set clk_period 14.1
set clk_io_pct 0.2

create_clock -name clk0 -period $clk_period

set non_clock_inputs [all_inputs -no_clocks]
set_input_delay [expr $clk_period * $clk_io_pct] -clock clk0 $non_clock_inputs
set_output_delay [expr $clk_period * $clk_io_pct] -clock clk0 [all_outputs]
==> results.py <==
# Auto-generated metrics
metrics = {
    "run_status": {
        "status": "finished, final reports clean",
    },
    "critical_path": {
        "worst-endpoint-required_ns": 11.28,
        "cp-start-kind": "input port",
        "end_kind": "output port",
        "crit_fanout": 4,
        "crit_type": "input port to output port",
        "cp.arrival_ns": 6.23,
    },
    "detailed_routing": {
        "ant_nets": 0,
        "via_per_inst": 4.46,
        "insertedDiodeCount": 0,
        "wl_um": 6620,
        "wl_per_cell_um": 14.5,
        "first_pass_iters": 4,
        "vias": 2039,
        "drt_iter0_drc": 75,
        "drc": 0,
    },
    "clock_network": {
        "post-cts-setup-buffers": 0,
        "ctsHoldBuffers": 0,
        "cts_resized": 0,
    },
    "flow_run": {
        "warnings": 32,
        "maxCapViolCount": 0,
    },
    "power_and_ir_drop": {
        "vdd_drop_max_uv": 16.0,
        "leakagePower_uw": 0.00117,
        "fin_total_pwr_uw": 139,
        "power.density_nw_per_um2": 49.6,
    },
    "place": {
        "io_buffers": 98,
        "hpwlAfterDp_um": 5980,
        "gp_congestion": 0.846,
    },
    "floorplanning": {
        "dieWidth_um": 122,
        "rows": 37,
        "pin_count": 98,
        "dieHeight_um": 122,
        "initCoreUtil_pct": 16.4,
        "core_sq_um": 10200,
        "chipArea_sq_um": 14900,
    },
    "timing": {
        "drv_slew": 0,
        "fin_crit_ns": 9.05,
        "fmax_ghz": 0.110,
        "rsz0062_at_grt": "no",
        "finalHoldViolCount": 0,
        "setup_viol": 0,
        "relSlewSlack_pct": 65.2,
        "worstMarginPinSlew_ns": 0.517,
        "post-route-period-util_pct": 64.2,
        "fin_tns_setup_ns": 0,
    },
    "global_route": {
        "antenna_found_initial": 0,
        "grt_pass1_wl_um": 10600,
        "grt_max_degree": 10,
        "overflow": 0,
        "grt_pass1_vias": 2109,
        "grt_use_total_pct": 8.58,
    },
    "logic_synthesis": {
        "ys_cells": 232,
        "yosysSeqAreaShare_pct": 0,
        "ys_chip_area_sq_um": 1680,
        "synth_cell_type_count": 40,
        "synth_area_per_cell_sq_um": 7.23,
        "ys.warnings.count": 0,
        "netlist_instances": 232,
        "syn-cell-area_sq_um": 1680,
    },
    "worst_hold_path": {
        "hp-class": "input port to output port",
    },
    "layout": {
        "syn_to_final_growth_pct": 66.6,
        "clkbuf_count": 0,
        "seq_area_sq_um": 0,
        "drive_above_1_share_pct": 2.18,
        "fill_cells": 1088,
        "design.seq.count": 0,
    },
}
metal layers:
layer | vias to the layer above | wire [um] | track usage (%)
li1 | 1058 | - | -
met1 | 933 | 2920 | 10.7
met2 | 42 | 3350 | 15.7
met3 | 6 | 239 | 0.845
met4 | 0 | 104 | 1.19
met5 | - | 0 | 0
where the power goes:
part | switching [uW] | internal [uW] | total, uW
clock | 0 | 0 | 0
combinational | 55.0 | 83.6 | 139
sequential | 0 | 0 | 0
cell families after synthesis:
kind of cell	after synthesis	share of synthesized area [%]
AOI/OAI and AO/OA	97	38.1
and+or+nand+nor	56	16.9
adders and majority gates	33	25.1
xor gates and xnor gates	30	15.7
buffers and inverters	15	3.36
muxes	1	0.895
final cells by class:
type / count / area [sq um] / area share [%]
multi-input combinational: 217 / 1620 / 58.0
inverter: 6 / 22.5 / 0.806
tap: 136 / 170 / 6.09
timing repair buffer: 98 / 981 / 35.1
layout by cell type (no fill, tap or decap), drive strengths merged, types with 6 or more instances in the layout:
cell type / instances
xor2: 13
nor2: 11
nand4: 7
nand2: 15
a21o: 22
ha: 32
clkdlybuf4s50: 98
inv: 6
a21oi: 33
xnor2: 17
o21ai: 14
synth_stat cells, types with 5 or more instances:
master | count | area share, %
inv_1 | 6 | 1.3
o21bai_1 | 5 | 2.2
ha_1 | 32 | 24
a21o_1 | 22 | 9.9
o211ai_1 | 5 | 2.2
nand2_1 | 15 | 3.4
o21ai_0 | 12 | 3.6
nand3_1 | 5 | 1.5
clkbuf_1 | 9 | 2.0
nor2_1 | 11 | 2.5
xor2_1 | 13 | 6.8
nand4_1 | 7 | 2.6
a21oi_1 | 31 | 9.3
xnor2_1 | 17 | 8.9
worst max-delay path, cell delays in order:
cell             delay (ns)
clkdlybuf4s50_1        0.40
ha_1                   0.24
fa_1                   0.41
a21o_1                 0.22
a221oi_2               0.37
o311a_1                0.25
nor2_1                 0.09
a31oi_1                0.41
o21ai_1                0.19
a21oi_1                0.21
xnor2_1                0.13
clkdlybuf4s50_1        0.49
through the flow:
step	cell area, sq um	setup slack, ns	hold slack [ns]	util, %	cells
after floorplan	1680	6.32	5.71	-	232
after global placement	2790	5.08	6.68	27.3	457
after detailed placement	2790	5.03	6.67	27.3	457
after CTS	2790	5.00	6.67	27.3	457
after global routing	2790	4.71	6.70	27.3	457
final	2790	5.05	6.67	27.3	457
worst paths after layout:
| path | cells past startpoint | from | slack (ns) | to |
|---|---|---|---|---|
| setup / recovery | 12 | a[0] | 5.05 | S[28] |
| hold / removal | 3 | b[0] | 6.67 | S[0] |
Power and IR drop assume default switching activity.
